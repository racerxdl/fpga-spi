### design/flow/constraint.sdc
current_design SerialTX

set clk_period 3.8
set clk_io_pct 0.2

create_clock -name clk0 -period $clk_period [get_ports {clk}]

set non_clock_inputs [all_inputs -no_clocks]
set_input_delay [expr $clk_period * $clk_io_pct] -clock clk0 $non_clock_inputs
set_output_delay [expr $clk_period * $clk_io_pct] -clock clk0 [all_outputs]
### design/flow/run.sh
#!/bin/bash
# OpenROAD 26Q1-2900-gdf79404cd8, Yosys 0.63+post, stock flow scripts
make -C /OpenROAD-flow-scripts/flow DESIGN_CONFIG=/design/flow/config.mk WORK_HOME=/design/flow/orfs finish
### design/flow/config.mk
export PLATFORM = sky130hd
export DESIGN_NAME = SerialTX
export DESIGN_NICKNAME = SerialTX
export VERILOG_FILES = /design/flow/design.v
export SDC_FILE = /design/flow/constraint.sdc
export NUM_CORES = 4
export LEC_CHECK = 1
export CORE_AREA = 10 10 104 104
export DIE_AREA = 0 0 114 114
### design/flow/design.v
module SerialTX (
  input wire reset,
  input wire clk,   
  input wire send,  
  input [7:0] data,
  output wire busy,  
  output wire tx
);
parameter inputFrequency  = 25000000;
parameter baudRate        = 115200;
parameter baudGenWidth    = 16;
parameter baudMax         = (inputFrequency / baudRate);
reg  [baudGenWidth-1:0] baudDivider = 0;
wire baudClock = baudDivider == baudMax;
always @(posedge clk)
begin
  if (reset)
  begin
    baudDivider <= 0;
  end
  else
  begin
    if (baudClock)
      baudDivider <= 0;
    else
      baudDivider <= baudDivider + 1;
  end
end
localparam
  S_READY    = 4'b0000,  
  S_STARTED  = 4'b0001,  
  S_STOP0    = 4'b0011,  
  S_STOP1    = 4'b0100,  
  S_START    = 4'b0101,  
  S_BIT0     = 4'b1000,  
  S_BIT1     = 4'b1001,  
  S_BIT2     = 4'b1010,  
  S_BIT3     = 4'b1011,  
  S_BIT4     = 4'b1100,  
  S_BIT5     = 4'b1101,  
  S_BIT6     = 4'b1110,  
  S_BIT7     = 4'b1111;  
reg [3:0] state = S_READY;
wire ready = (state == S_READY);
assign busy = ~ready;
reg [7:0] txData;
always @(posedge clk)
begin
  if (reset)
  begin
    txData <= 0;
  end
  else
  if (send & ready)
  begin
    txData <= data;
  end
end
always @(posedge clk)
begin
  if (reset)
  begin
    state <= S_READY;
  end
  else
  if (send && state == S_READY)
  begin
    state <= S_STARTED;
  end
  else if (baudClock)
  begin
    case(state)
      S_STARTED:  state <= S_START;
      S_START:    state <= S_BIT0;
      S_BIT0:     state <= S_BIT1;
      S_BIT1:     state <= S_BIT2;
      S_BIT2:     state <= S_BIT3;
      S_BIT3:     state <= S_BIT4;
      S_BIT4:     state <= S_BIT5;
      S_BIT5:     state <= S_BIT6;
      S_BIT6:     state <= S_BIT7;
      S_BIT7:     state <= S_STOP0;
      S_STOP0:    state <= S_STOP1;
      S_STOP1:    state <= S_READY;
      default:    state <= S_READY;
    endcase
  end
end
reg bitOut;
always @(*)
begin
  if (state == S_START)
    bitOut <= 0;  
  else if (state == S_STOP0 || state == S_STOP1 || state == S_READY || state == S_STARTED)
    bitOut <= 1;
  else
    bitOut <= txData[state[2:0]];
end
assign tx = bitOut;
endmodule
==> flow_summary_export.csv <==
group,metric,value,unit
final_timing,drv_slew,0,
global_routing,grt_max_degree,17,
worst_hold_path,hold_path_end,"txData[5]",
routing,num_antenna_cells,0,
routing,routedWlPerCell,9.68,um
die,fp_util,16.4,%
clock_network,hold_buffers,0,
routing,drtIter0Drc,79,
cells_and_area,fillers,972,
final_timing,finalWorstSetupSlack,0.901,ns
pwr,p_total,599,uW
run,warnings,30,
pwr,p_clk_share,39.0,%
clock_network,insertion_delay,0.28,ns
yosys,synth_area,1420,sq um
pwr,leakagePower,0.560,nW
clock_network,cts_resized,0,
final_timing,relSlewSlack,57.1,%
die,fp.coreArea,8680,sq um
setup_path,crit_slowest_cell,"dfxtp_1",
setup_path,worst_setup_path_end_kind,"output port",
clock_network,htree_levels,1,
final_timing,finalSetupViolCount,0,
yosys,top_area_share,39.4,%
setup_path,reg2reg_to,"baudDivider[5]",
yosys,ys_sh_simple,28.5,%
clock_network,cts_buffers,3,
pwr,cellInternalPower,472,uW
clock_network,cts.sinks,28,
run,maxCapViolations,0,
yosys,synthDistinctLibCells,35,
global_routing,top_usage_layer,"met2",
global_routing,use_met3,0.478,%
die,die_h,114,um
die,pin_count,13,
clock_network,tritoncts,"built",
setup_path,cp_max_fo,11,
final_timing,tightest_slew,0.644,ns
routing,vias,1128,
pwr,cellPowerDensity,351,nW/um^2
final_timing,fmax,345,MHz
yosys,topCellsByArea,"dfxtp_1 39%, nand2_1 7.1%, ha_1 6.2%, xnor2_1 6.2%, nor2_1 5.8%",
setup_path,critPathBufInv,1,
yosys,ys_seq_share,39.4,%
final_timing,whs,0.456,ns
status,status,"complete, no violations",
worst_hold_path,min_path_type,"reg -> reg",
yosys,ys_sh_aoi,9.86,%
yosys,ys_sh_mux,3.17,%
global_routing,grt_pass1_vias,1041,
die,die-area,13000,sq um
clock_network,clk_pin_slew,0.09,ns
routing,ant_nets,0,
cells_and_area,stdcell_count,285,
global_routing,antenna_found_initial,0,
yosys,syn_inst,168,
global_routing,grt_pass1_wl,4790,um
setup_path,r2r_cells,5,
setup_path,r2r-start,"baudDivider[0]",
routing,via_per_inst,3.96,
setup_path,cp.required,3.04,ns
yosys,synthArstFlopShare,0,%
pwr,p_switching,127,uW
final_timing,tns,0,ns
pwr,swShare,21.2,%
routing,dr.pass1.iters,4,
yosys,largest_area_cell,"dfxtp_1",
yosys,xor_area_share,8.01,%
routing,drt_wl_total,2760,um
setup_path,crit_type,"reg -> out",
placed_design,place_inst,281,
cells_and_area,post-route-util,19.7,%
global_routing,grt_use_met1,5.84,%
final_timing,rsz0062_at_grt,"false",
yosys,synth_flops,28,
yosys,ff_type,"dfxtp_1",
final_timing,post-route-period-util,76.3,%
yosys,synth_top_cell_by_count,"dfxtp_1",
final_timing,clock_skew,0.0116,ns
clock_network,cts_setup_buffers,0,
yosys,synth_warnings,1,
global_routing,overflow,0,
placed_design,gp_congestion,0.819,
die,rows,34,
clock_network,cts.path.max_buffers,2,
yosys,logic_family,"simple AND/OR/NAND/NOR gates",
setup_path,crit_family,"flip-flops",
placed_design,io_buffers,12,
yosys,edf_count,0,
setup_path,critical_path_arrival,2.14,ns
pwr,power_frac_comb,9.0,%
placed_design,place_ws,1.19,ns
yosys,ys_chip_area,1420,sq um
pwr,seqPwrFrac,51.9,%
pwr,vdd_drop_max,0.000143,V
setup_path,start_kind,"register",
placed_design,dpl_cell_area,1640,sq um
final_timing,hold_viol_final,0,
die,dieWidth,114,um
yosys,adder_share,6.16,%
worst_hold_path,hold_path.startpoint,"txData[5]",
yosys,synthTopCellsByCount,"28 x dfxtp_1, 27 x nand2_1, 22 x nor2_1, 12 x a21oi_1, 10 x xnor2_1",
global_routing,grtUsageTotal,4.13,%
setup_path,rrSetupSlack,1.93,ns
yosys,syn_avg_cell_area,8.46,sq um
cells_and_area,fin_area,1710,sq um
setup_path,slowest_delay,0.59,ns
clock_network,root_buffer,"clkbuf_8",
setup_path,crit_chain,"mux4_2, nand2_1, o311a_1, a21oi_1, clkdlybuf4s50_1",
final_timing,min_period,2.90,ns
worst_hold_path,whs_path_depth,2,
global_routing,met2_usage,6.57,%
cells_and_area,area_growth,20.2,%
placed_design,dp_hpwl,2020,um
cells_and_area,drive_gt1_share,6.78,%
yosys,ys_cells,168,
routing,remaining_drc_errors,0,
## sequential cells by signal (all words and copies together), names as in the netlist
| register | flops |
|---|---|
| state | 4 |
| baudDivider | 16 |
| txData | 8 |
## layout by cell type (no fill, tap or decap)
cell type,n
nor4_2,2
and4_1,2
a31o_2,1
nor2b_1,3
ha_1,7
a21oi_1,12
bufinv_16,1
or3_1,1
and3_1,1
nor3_1,3
xor2_1,3
nand2b_1,1
a21o_1,2
nand3b_1,1
nor4_1,6
nand4_1,3
xnor2_1,10
nand4_2,2
o2111ai_1,1
o311a_1,1
clkdlybuf4s50_1,12
mux4_2,2
nand2_1,27
nor3b_1,1
nor2_1,22
o22ai_1,1
clkbuf_8,3
dfxtp_1,28
nand3_1,6
a211oi_2,1
o21ai_0,1
a31oi_1,1
inv_1,8
o21bai_1,1
## metal layers
layer | wire length [um] | part of all wire [%] | up-vias
li1 | - | - | 596
met1 | 1380 | 50 | 520
met2 | 1250 | 45 | 10
met3 | 62 | 2.2 | 2
met4 | 62 | 2.2 | 0
met5 | 0 | 0 | -
## power by group through the flow
stage / registers, mW / logic (mW) / clock network [mW]
5_1_grt: 0.313 / 0.0614 / 0.248
6_report: 0.311 / 0.0541 / 0.234
4_1_cts: 0.311 / 0.0553 / 0.239
## tightest hold or removal path, stage by stage (launching register included)
cell and delay [ns]:
dfxtp_1 0.32, nand2_1 0.05, a21oi_1 0.05
## logic make-up (layout without fill, tap and decap cells)
kind of cell    after synthesis  in the layout
flops                        28             28
compound gates               22             22
xor+xnor                     13             13
simple gates                 81             81
mux                           2              2
fa+ha+maj                     7              7
buf+inv                      15             24
## final cells by class
class	instances	area [sq um]	area share, %
multi-input combinational	125	792	46.3
sequential	28	561	32.8
tap	108	135	7.91
timing repair buffer	12	120	7.03
clock buffer	3	41.3	2.42
clock inverter	1	30.0	1.76
inverter	8	30.0	1.76
## how the worst max path moves through the flow
stage / to / from / slack, ns / cells after the start
after CTS: tx / state[0] / 0.88 / 5
after global routing: tx / state[0] / 0.76 / 5
final: tx / state[0] / 0.90 / 5
Power and IR drop assume default switching activity.
