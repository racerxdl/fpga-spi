<file path="/design/flow/config.mk">
export PLATFORM = sky130hd
export DESIGN_NAME = FIFO
export DESIGN_NICKNAME = FIFO
export VERILOG_FILES = /design/flow/design.v
export SDC_FILE = /design/flow/constraint.sdc
export NUM_CORES = 4
export LEC_CHECK = 1
export CORE_UTILIZATION = 50
</file>
<file path="/design/flow/constraint.sdc">
current_design FIFO

set clk_period 7.2
set clk_io_pct 0.2

create_clock -name clk0 -period $clk_period [get_ports {rclk}]
create_clock -name clk1 -period $clk_period [get_ports {wclk}]

set non_clock_inputs [all_inputs -no_clocks]
set_input_delay [expr $clk_period * $clk_io_pct] -clock clk0 $non_clock_inputs
set_output_delay [expr $clk_period * $clk_io_pct] -clock clk0 [all_outputs]
</file>
<file path="/design/flow/design.v">
module FIFO
  #(
    parameter NUMSAMPLES = 16,
    parameter NUMBITS = 16
) (
  input   wire                    rclk,
  input   wire                    wclk,
  input   wire                    reset,
  input   wire  [NUMBITS-1:0]     wdata,
  input   wire                    readEnable,
  input   wire                    writeEnable,
  output        [NUMBITS-1:0]     rdata,
  output  wire                    isEmpty,
  output  wire                    isFull
);
localparam ABITS  = $clog2(NUMSAMPLES);  
reg   [NUMBITS-1:0]       rdata;
reg   [NUMBITS-1:0]       fifo [0:NUMSAMPLES];
wire  [ABITS:0]           writePtr;
wire  [ABITS:0]           readPtr;
GrayCounter #(
  .BITS(ABITS+1)
) writeCounter (
  wclk,
  reset,
  writeEnable,
  writePtr
);
wire              fullOrEmpty = (writePtr[ABITS-1:0] == readPtr[ABITS-1:0]);
wire              empty       = (writePtr == readPtr);
wire  [ABITS-1:0] wAddr       = writePtr[ABITS-1:0];
wire  [ABITS-1:0] rAddr       = readPtr[ABITS-1:0];
GrayCounter #(
  .BITS(ABITS+1)
) readCounter (
  .clk(rclk),
  .reset(reset),
  .enable(readEnable && !empty),
  .out(readPtr)
);
assign            isEmpty     = empty;
assign            isFull      = fullOrEmpty && !empty;
always @(posedge rclk)
begin
  if (readEnable)
    rdata <= reset ? 0 : fifo[rAddr];
  else
    rdata <= 0;
end
always @(posedge wclk)
begin
  if (!reset && writeEnable) fifo[wAddr] <= wdata;
end
endmodule
module GrayCounter
  #(
    parameter BITS = 1
  ) (
    input clk,
    input reset,
    input enable,
    output reg [BITS-1:0] out
  );
reg [BITS-1:0] counter;
assign out = {counter[BITS-1], counter[BITS-1:1] ^ counter[BITS-2:0]};
always @(posedge clk)
begin
  if (reset)
    counter <= 0;
  else
    counter <= !enable ? counter : counter + 1;
end
endmodule
</file>
<file path="/design/flow/run.sh">
#!/bin/bash
# OpenROAD 26Q1-2900-gdf79404cd8, Yosys 0.63+post, stock flow scripts
make -C /OpenROAD-flow-scripts/flow DESIGN_CONFIG=/design/flow/config.mk WORK_HOME=/design/flow/orfs finish
</file>
==> qor.yml <==
status:
  status: "finished, final reports clean"
grt:
  grt_util_met3_pct: 18.56
  grt.overflow.total: 0
  busiest_layer: "met1"
  grtUsageMet1_pct: 36.12
  grt_use_met2_pct: 33.18
  grt_pass1_wl_microns: 33820
  track_usage_pct: 24.50
  grt_pass1_vias: 5543
  grt_max_degree: 35
  grt_antenna_before_repair: 0
synthesis:
  top_area_share_pct: 71.55
  common_cells: "edfxtp_1, mux4_2, mux2i_1"
  top_area_cell: "edfxtp_1"
  ys_seq_share_pct: 76.39
  synthCells: 499
  topCellsByArea: "edfxtp_1, mux4_2, dfxtp_1"
  ys.flops: 282
  ys_cells: 499
  synthFlopType: "edfxtp_1"
  top_cell: "edfxtp_1"
  synth.avg_cell_area_sq_um: 21.53
  synth.distinct_cells: 25
  ys_warn_count: 3
  netlist_area_sq_um: 10740
  synth-edff-count: 256
  yosys-stat-area_sq_um: 10740
  synthArstFlopShare_pct: 0
power:
  finalPower_uw: 4031
  leakagePower_uw: 0.003883
  combPwrFrac_pct: 19.1
  clkPwrFrac_pct: 35.4
  power.density_nw_per_um2: 324.2
  seq_power_share_pct: 45.5
  intPower_uw: 3064
  switchingPower_uw: 966.6
  switching_share_pct: 23.98
  max-vdd-ir-drop_mv: 0.2125
timing:
  hold_viol: 0
  fin_skew_ps: 14.44
  setup_viol_count_final: 0
  finalMaxSlewViolations: 0
  hold_ws_ps: 551.2
  tns_ps: 0
  slew_headroom_pct: 51.86
  worstMarginPinSlew_ps: 722.1
  rsz0062_at_grt: "no"
detailed_routing:
  dr.pass1.iters: 4
  ant_nets: 0
  viasPerCell: 5.810
  routedWlPerCell_microns: 26.04
  wl_microns: 22450
  via_count: 5008
  antenna_cells: 0
  drtIter0Drc: 230
  route.detailed.drc: 0
clocking:
  cts-resized-gates: 0
  cts-hold-fix-buffers: 0
  clk_pin_slew_ps: 80
  post-cts-setup-buffer-count: 0
  cts_tree: "done"
  cts.sinks: 282
hold_path:
  hold_depth: 2
  hold_path_startpoint: "writeCounter.counter[1]$_SDFFE_PP0P_"
  hold_path_class: "register to register"
  hold_path_end: "writeCounter.counter[1]$_SDFFE_PP0P_"
worst_setup_path:
  critPathKind: "register to primary output"
  regToRegSetupSlack_ps: 4520
  slowest_delay_ps: 800
  endpoint_kind: "primary output"
  r2r_start: "readCounter.counter[0]$_SDFFE_PP0P_"
  arrival_ps: 2570
  startpoint_type: "register"
  r2r-end: "rdata[1]$_SDFF_PP0_"
  r2r_cells: 5
  crit_chain: "ha_2 -> xor2_1 -> nor3_2 -> and3_1 -> clkdlybuf4s50_1"
  cp_slowest_cell: "ha_2"
  critical_path_required_ps: 5760
  crit_path_max_fanout: 24
place:
  place.gp.congestion: 0.8465
  dp_cells: 811
  io_buffers: 37
  dp_hpwl_microns: 13620
job:
  maxCapViolCount: 0
  tool_warnings: 26
floorplan:
  fp-row-count: 53
  core_sq_um: 21020
  die_h_microns: 148.6
  chipArea_sq_um: 22080
  fp_util_pct: 51.11
  io_pins: 39
  fp.dieW_microns: 148.6
layout:
  post-route-util_pct: 59.15
  synthToLayoutAreaGrowth_pct: 15.72
  instances_no_fill: 862
  drive_gt1_share_pct: 25.04
-- state kept, by name (all words and copies together) (netlist names) --
signal                cells
fifo                    256
rdata                    16
readCounter.counter       5
writeCounter.counter      5
-- stage by stage --
step	area (sq um)	worst slack [ps]
6_report	12430	3189
4_1_cts	12430	3165
3_5_place_dp	11530	3408
3_3_place_gp	11530	3439
2_1_floorplan	10740	4112
5_1_grt	12430	3015
-- routing by layer --
metal | up-vias | routed length [microns]
met5 | - | 23
met4 | 2 | 377
met3 | 26 | 3847
met2 | 333 | 10120
met1 | 2461 | 8086
li1 | 2186 | -
-- logic make-up after synthesis --
kind of cell	Yosys count	synth area share, %
xor+xnor	12	0.9783
flops	282	76.39
buf+inv	22	1.409
mux	102	17.00
compound gates	20	1.141
simple gates	55	2.376
fa+ha+maj	6	0.6987
-- power groups by stage --
stage	sequential (uW)	clock [uW]	combinational, uW
after CTS	1830	1460	789
after global routing	1840	1520	840
final	1830	1430	772
-- how the worst max path moves through the flow --
stage	slack [ps]	start	end
CTS	3160	readCounter.counter[1]$_SDFFE_PP0P_	isFull
global route	3020	readCounter.counter[1]$_SDFFE_PP0P_	isFull
finish	3190	readCounter.counter[1]$_SDFFE_PP0P_	isFull
-- worst max-delay path, delay by kind of cell, from the launching register on --
kind          cells  cell delay (ps)
xor+xnor          1              160
fa+ha+maj         1              800
buf+inv           1              450
flops             1              350
simple gates      2              530
-- area by class of cell --
cell class                 count  area [sq um]
clock buffer                  35         769.5
clock inverter                16         133.9
fill                        1448          8588
multi-input combinational    195          2442
sequential                   282          8208
tap                          275         344.1
timing repair buffer          59         535.5
-- cell usage in the layout, fill, tap and decap left out, types with 2 or more instances in the layout --
cell | netlist | layout
mux2i_1 | 34 | 34
nor2_1 | 27 | 11
xnor2_1 | 3 | 3
o22ai_1 | 16 | 16
xor2_1 | 9 | 9
nand2b_1 | 5 | 5
clkinv_1 | 0 | 5
nor2_2 | 0 | 16
dfxtp_1 | 26 | 26
ha_1 | 6 | 3
ha_2 | 0 | 2
mux4_2 | 64 | 64
clkbuf_1 | 7 | 5
clkbuf_16 | 0 | 30
a21oi_1 | 3 | 3
nor2b_1 | 7 | 7
edfxtp_1 | 256 | 256
mux2_1 | 4 | 4
clkinv_2 | 0 | 6
nand3_1 | 6 | 6
bufinv_16 | 0 | 2
clkdlybuf4s50_1 | 0 | 37
buf_4 | 3 | 22
nand2_1 | 7 | 7
Power figures rest on the tool's default switching activity, not on a simulated workload.
