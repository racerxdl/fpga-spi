File: flow/config.mk
export PLATFORM = sky130hd
export DESIGN_NAME = SPIFlash
export DESIGN_NICKNAME = SPIFlash
export VERILOG_FILES = /design/flow/design.v
export SDC_FILE = /design/flow/constraint.sdc
export NUM_CORES = 4
export LEC_CHECK = 1
export CORE_UTILIZATION = 40
File: flow/constraint.sdc
current_design SPIFlash

set clk_period 3.3
set clk_io_pct 0.2

create_clock -name clk0 -period $clk_period [get_ports {clk}]

set non_clock_inputs [all_inputs -no_clocks]
set_input_delay [expr $clk_period * $clk_io_pct] -clock clk0 $non_clock_inputs
set_output_delay [expr $clk_period * $clk_io_pct] -clock clk0 [all_outputs]
File: flow/design.v
module SPIController (
  input   wire          clk,
  input   wire          reset,
  output  reg           spiOut,
  input   wire          spiIn,
  output  reg           spiClk,
  input   wire  [7:0]   dataTx,
  output  reg   [7:0]   dataRx,
  output  wire          ready,   
  input   wire          valid    
);
reg isRunning;
reg isDone;
reg start;
reg [3:0] bitCount;
reg [7:0] tmpInput;
reg [7:0] tmpOutput;
assign ready = ~isRunning;
always @(posedge clk)
begin
  if (reset)
  begin
    dataRx    <= 0;
    isRunning <= 0;
    start     <= 0;
  end
  else
  begin
    if (ready & valid)             
    begin
      isRunning <= 1;              
      start     <= 1;
    end
    else if (isRunning && isDone && !start)  
    begin
      dataRx    <= tmpInput;       
      isRunning <= 0;              
    end
    else
      start     <= 0;              
  end
end
always @(posedge clk)
begin
  if (reset)
  begin
    spiOut    <= 1;
    spiClk    <= 0;
    isDone    <= 1;
    tmpInput  <= 0;
    bitCount  <= 0;
    tmpOutput <= 0;
  end
  else
  begin
    if (start && isDone)  
    begin
      isDone            <= 0;        
      tmpInput          <= 0;        
      tmpOutput         <= dataTx;   
      bitCount          <= 0;
      spiOut            <= dataTx[7];
    end
    else
    if (isRunning && !isDone)  
    begin
      if (spiClk)
      begin
        if (bitCount == 7) isDone    <= 1;
        bitCount    <= bitCount + 1;
        spiClk      <= 0;
        tmpInput[0] <= spiIn;
        spiOut      <= tmpOutput[7];
      end
      else         
      begin
        spiClk      <= 1;
        tmpOutput   <= {tmpOutput[6:0], 1'b0};  
        tmpInput    <= { tmpInput[6:0], 1'b0};  
      end
    end
  end
end
endmodule
module SPIFlash #(
  parameter WORD_BYTE_LEN = 4
) (
  input   wire          clk,
  input   wire          reset,
  output  reg           spiOut,
  input   wire          spiIn,
  output  reg           spiClk,
  output  reg           spiCs,
  input   wire   [23:0] address,
  output  reg    [WORD_BYTE_LEN*8-1:0] data,
  output  reg           ready,   
  input   wire          valid    
);
localparam WORD_BIT_LEN = WORD_BYTE_LEN * 8;
localparam BITS_TO_XLEN = $clog2(WORD_BIT_LEN);
reg   [7:0]   dataTx = 0;
wire  [7:0]   dataRx;
wire          spicReady;
reg           spicValid;
SPIController spic (
  .clk(clk),
  .reset(reset),
  .spiOut(spiOut),
  .spiIn(spiIn),
  .spiClk(spiClk),
  .dataTx(dataTx),
  .dataRx(dataRx),
  .ready(spicReady),   
  .valid(spicValid)    
);
localparam STATE_IDLE     = 0;
localparam STATE_CMD      = 1;
localparam STATE_ADDR     = 2;
localparam STATE_DATA     = 3;
localparam STATE_WAIT_ACK = 98;  
localparam STATE_WAIT     = 99;  
reg   [7:0]             tmpData        [0:WORD_BYTE_LEN];
reg   [23:0]            tmpAddr        = 0;
reg   [15:0]            state          = STATE_IDLE;
reg   [15:0]            nextState      = STATE_IDLE;
reg   [3:0]             addrBytesWrote = 0;
reg   [BITS_TO_XLEN:0]  dataBytesRead  = 0;
wire   [WORD_BIT_LEN-1:0] tmpDataUnfolded;
generate
  genvar idx;
  for (idx = 0; idx < WORD_BYTE_LEN; idx = idx+1) begin: unfoldTmpData
    assign tmpDataUnfolded[((idx+1)*8)-1:(idx*8)] = tmpData[idx];
  end
endgenerate
integer i;
always @(posedge clk)
begin
  if (reset)
  begin
    dataTx          <= 0;
    spiCs           <= 1;
    spicValid       <= 0;
    state           <= STATE_IDLE;
    nextState       <= STATE_IDLE;
    addrBytesWrote  <= 0;
    dataBytesRead   <= 0;
  end
  else
  begin
    case (state)
      STATE_IDLE:
      begin
        if (ready & valid)
        begin
          tmpAddr         <= address;  
          state           <= STATE_CMD;
          ready           <= 0;
        end
        else
        begin
          spiCs           <= 1;
          ready           <= 1;
          data            <= tmpDataUnfolded;
        end
      end
      STATE_CMD:
      begin
        dataTx          <= 8'h03;      
        nextState       <= STATE_ADDR;
        state           <= STATE_WAIT_ACK;
        spicValid       <= 1;
        spiCs           <= 0;
        addrBytesWrote  <= 0;
        dataBytesRead   <= 0;
      end
      STATE_ADDR:
      begin
        case (addrBytesWrote)
          2: dataTx <= tmpAddr[7:0];
          1: dataTx <= tmpAddr[15:8];
          0: dataTx <= tmpAddr[23:16];
        endcase
        if (spicReady)  
        begin
          nextState       <= addrBytesWrote == 2 ? STATE_DATA : STATE_ADDR;
          spicValid       <= 1;
          addrBytesWrote  <= addrBytesWrote + 1;
          state           <= STATE_WAIT_ACK;
        end
      end
      STATE_DATA:
      begin
        dataTx <= 8'hFF;  
        if (spicReady)    
        begin
          nextState       <= dataBytesRead == WORD_BYTE_LEN - 1 ? STATE_IDLE : STATE_DATA;
          dataBytesRead   <= dataBytesRead + 1;
          spicValid       <= 1;
          state           <= STATE_WAIT_ACK;
        end
      end
      STATE_WAIT_ACK:
      begin
        if (!spicReady)  
        begin
          state           <= STATE_WAIT;
          spicValid       <= 0;
        end
      end
      STATE_WAIT:  
      begin
        if (spicReady)  
        begin
          tmpData[dataBytesRead-1] <= dataRx;
          state <= nextState;
        end
      end
    endcase
  end
end
endmodule
File: flow/run.sh
#!/bin/bash
# OpenROAD 26Q1-2900-gdf79404cd8, Yosys 0.63+post, stock flow scripts
make -C /OpenROAD-flow-scripts/flow DESIGN_CONFIG=/design/flow/config.mk WORK_HOME=/design/flow/orfs finish
==> impl_metrics.tcl <==
# collected from the flow reports
set metrics [dict create \
    skew_ns 0.00867 \
    hold_viol 0 \
    drtIter0Drc 195 \
    reg2reg_from "state[5]" \
    mi_logic_area_um2 1510 \
    core_um2 13300 \
    fa_ha_area_share_pct 1.60 \
    ys_sh_xor_pct 1.60 \
    clock.latency.late_pin_ns 0.41 \
    path_cells "clkdlybuf4s50_1" \
    warning_count 29 \
    rsz0062_at_grt "no" \
    ys_ff 147 \
    rrSetupSlack_ns 1.34 \
    holdBufCountCts 0 \
    routed_wirelength_mm 8.66 \
    fp-utilization_pct 41.2 \
    synthCells 440 \
    ir_drop_v 0.000286 \
    whs_ns 0.416 \
    worst-path-max-fanout 5 \
    die_w_um 119 \
    cap_violations 0 \
    crit_required_ns 2.64 \
    topCellsByArea "edfxtp_1 (49%), dfxtp_1 (21%), nand2_1 (3.7%), nor2_1 (3.4%), a21oi_1 (3.2%)" \
    reg2regPathDepth 5 \
    final.fill_count 1144 \
    path_clk_slew_ns 0.06 \
    ys_warn_count 2 \
    tightest_slew_ns 0.739 \
    h-tree-depth 4 \
    ys_sh_aoi_pct 9.99 \
    ys.flop_type "edfxtp_1" \
    post-synth-top-area-fraction_pct 48.8 \
    chip_area_um2 14200 \
    dp_hpwl_mm 5.77 \
    avgSynthCellArea_um2 12.4 \
    layout-drive-gt1-share_pct 9.86 \
    final_common_cell "edfxtp_1" \
    cts-resized-gates 0 \
    cts_buffers 17 \
    leakagePower_nw 2.36 \
    lay_top_cells "edfxtp_1 (89), clkdlybuf4s50_1 (63), dfxtp_1 (58)" \
    portBuffers 63 \
    hold_depth 0 \
    clock_path_buffers 2 \
    ios 64 \
    drv_slew 0 \
    status "finished, final reports clean" \
    slowest_delay_ns 0.55 \
    cp_top_family "buffers and inverters" \
    cts_root_buf "clkbuf_16" \
    post-place-ws_ns 1.01 \
    cts_tree "yes" \
    final-setup-viol-count 0 \
    num_rows 42 \
    dr.pass1.iters 4 \
    fin_crit_sh_pct 60.7 \
    relSlewSlack_pct 50.6 \
    drc_errors 0 \
    slowest_stage "clkdlybuf4s50_1" \
    cts_num_sinks 147 \
    routed_via_density 4.85 \
    ant_nets 0 \
    logic_family "simple AND/OR/NAND/NOR gates" \
    die_h_um 119 \
    ys_async_sr_fraction_pct 0 \
    synth.distinct_cells 48 \
    hp-class "register to register" \
    synth_area_um2 5470 \
    vias 3359 \
    fin_ws_ns 1.30 \
    hold_end "data[19]" \
    overflow 0 \
    crit_path_start_kind "register" \
    r2r_end "tmpData[2][3]" \
    antenna_found_initial 0 \
    grt_first_pass_wirelength_mm 14.9 \
    grt.total_usage_pct 13.9 \
    synth-edff-count 89 \
    wl_per_cell_um 12.5 \
    min_from "tmpData[2][3]" \
    fin_tns_setup_ns 0 \
    power_density_nw_per_um2 620 \
    grt_pass1_vias 3207 \
    path_class "register to output port" \
    ys_area_um2 5470 \
    arrival_ns 1.34 \
    ys_seq_share_pct 70.1 \
    path_buffers 1 \
    grt_max_degree 43 \
    area_growth_pct 25.5 \
    worstSetupEndpointType "output port" \
    fmax_mhz 499 \
    ff_latch_area_um2 3830 \
    fin_crit_ns 2.00 \
    synthSimpleGateAreaFrac_pct 13.3 \
    ys_cells 440 \
    cts_setup_buffers 0 \
    mux_area_share_pct 0.938 \
    yosys.area.top_type "edfxtp_1" \
    gp_congestion 0.737 \
    n_antenna_cell 0 \
]
==> power by group <==
part           leakage (nW)  switching (W)  internal, W
logic                 0.783       0.000129     0.000144
registers              1.30      0.0000593      0.00203
clock network         0.281       0.000758      0.00113
==> cells in the mapped netlist, types with 2 or more instances <==
| master | n |
|---|---|
| a211oi_1 | 4 |
| a211oi_2 | 2 |
| a21oi_1 | 35 |
| a22o_1 | 6 |
| a22oi_1 | 4 |
| a311oi_1 | 8 |
| and2_1 | 2 |
| and3_1 | 3 |
| buf_1 | 2 |
| buf_2 | 8 |
| clkbuf_1 | 13 |
| dfxtp_1 | 58 |
| edfxtp_1 | 89 |
| ha_1 | 7 |
| inv_1 | 7 |
| mux2i_1 | 4 |
| nand2_1 | 54 |
| nand2b_1 | 4 |
| nand3_1 | 14 |
| nand4_1 | 3 |
| nor2_1 | 49 |
| nor2b_1 | 3 |
| nor3_1 | 11 |
| nor3b_1 | 3 |
| o21ai_0 | 7 |
| o221a_1 | 6 |
| or2_2 | 3 |
| or3_1 | 2 |
| or3b_1 | 2 |
| xnor2_1 | 4 |
| xor2_1 | 6 |
==> per-stage QoR <==
step                      instances  area [µm²]  total power, W  util (%)
final                           693        6870         0.00425      51.6
after CTS                       693        6870         0.00429      51.6
after global routing            693        6870         0.00443      51.6
after global placement          661        6270         0.00240      47.2
after floorplan                 440        5470         0.00227         -
after detailed placement        661        6270         0.00240      47.2
==> how the worst max path moves through the flow <==
stage,from,endpoint,depth (start not counted)
after global routing,spic.isRunning,spic.tmpOutput[1],4
final,spic.spiClk,spiClk,1
after CTS,spic.spiClk,spiClk,1
==> cell type report <==
cell class / count / area share [%]
Inverter: 7 / 0.383
Timing Repair Buffer: 70 / 9.95
Clock buffer: 18 / 6.25
Tap cell: 176 / 3.21
Multi-Input combinational cell: 261 / 22.0
Clock inverter: 14 / 2.39
Sequential cell: 147 / 55.8
==> cells by family after synthesis <==
logic type                 count (synthesis)
DFF                                      147
AOI/OAI and AO/OA                         79
buffers and inverters                     32
and+or+nand+nor                          160
adders and majority gates                  7
muxes                                      5
xor gates and xnor gates                  10
==> sequential cells by signal (all words and copies together) (netlist names), 2 cells and up <==
signal          flops
spic.tmpOutput      8
state               3
tmpAddr            24
dataBytesRead       6
spic.dataRx         8
dataTx              8
nextState           2
tmpData            32
data               32
spic.tmpInput       8
spic.bitCount       4
addrBytesWrote      4
==> per-layer routing <==
layer | wire length, µm | vias up | global-route usage (%)
met3 | 414 | 17 | 3.52
met5 | 0 | - | 0
li1 | - | 1719 | -
met2 | 4110 | 88 | 22.2
met4 | 166 | 0 | 2.29
met1 | 3960 | 1535 | 20.8
Power and IR drop assume default switching activity.
